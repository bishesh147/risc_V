[/design/flow/run.sh]
#!/bin/bash
# OpenROAD 26Q1-2900-gdf79404cd8, Yosys 0.63+post, stock flow scripts
make -C /OpenROAD-flow-scripts/flow DESIGN_CONFIG=/design/flow/config.mk WORK_HOME=/design/flow/orfs finish
[/design/flow/config.mk]
export PLATFORM = sky130hd
export DESIGN_NAME = register_file
export DESIGN_NICKNAME = register_file
export VERILOG_FILES = /design/flow/design.v
export SDC_FILE = /design/flow/constraint.sdc
export NUM_CORES = 4
export LEC_CHECK = 1
export CORE_UTILIZATION = 40
[/design/flow/constraint.sdc]
current_design register_file

set clk_period 10.7
set clk_io_pct 0.2

create_clock -name clk0 -period $clk_period [get_ports {clk}]

set non_clock_inputs [all_inputs -no_clocks]
set_input_delay [expr $clk_period * $clk_io_pct] -clock clk0 $non_clock_inputs
set_output_delay [expr $clk_period * $clk_io_pct] -clock clk0 [all_outputs]
[/design/flow/design.v]
module register_file
#(
    parameter MEM_SIZE = 32,
    parameter WORD_SIZE = 32
)
(
    input logic clk, rst,
    input logic [$clog2(MEM_SIZE)-1:0] rd_reg1, rd_reg2, wr_reg,
    input logic wr,
    input logic [WORD_SIZE-1:0] wr_data,
    output logic [WORD_SIZE-1:0] reg1_data, reg2_data
);
    logic [WORD_SIZE-1:0] mem_reg[0:MEM_SIZE-1];
    logic [WORD_SIZE-1:0] mem_next[0:MEM_SIZE-1];
    always_ff @(negedge clk) begin
        if (rst) begin
            for (int i=0; i < MEM_SIZE; i=i+1) begin
                mem_reg[i] <= 0;
            end
        end else begin
            for (int i=0; i < MEM_SIZE; i=i+1) begin
                mem_reg[i] <= mem_next[i];
            end
        end
    end
    always_comb begin
        for (int i=0; i < MEM_SIZE; i=i+1) begin
            mem_next[i] = mem_reg[i];
        end
        if (wr) begin
            mem_next[wr_reg] = wr_data;
        end
    end
    assign reg1_data = mem_reg[rd_reg1];
    assign reg2_data = mem_reg[rd_reg2];
endmodule
==> impl_metrics.env <==
# implementation run metrics
export IMPL_ys_cells=6670
export IMPL_grt_use_total_pct=56.9
export IMPL_cts_max_level=3
export IMPL_route_met2_wl_mm=126
export IMPL_p_clk_share_pct=56.6
export IMPL_wl_met1_mm=117
export IMPL_place_hpwl_mm=193
export IMPL_hold_viol=0
export IMPL_synth_async_reset_ratio_pct=0
export IMPL_yosysSeqAreaShare_pct=42.3
export IMPL_first_global_vias=58800
export IMPL_chipArea_um2=123000
export IMPL_arrival_ns=8.43
export IMPL_antenna_found_initial=21
export IMPL_path_class="flop to output pin"
export IMPL_fin_worst_skew_ns=0
export IMPL_yosysWarningCount=3
export IMPL_swShare_pct=32.4
export IMPL_cts_root_buffer="clkbuf_16"
export IMPL_core_um2=120000
export IMPL_clk_path_buf_depth=3
export IMPL_status="complete, no violations"
export IMPL_drtIter0Drc=11100
export IMPL_power_mw=10.5
export IMPL_cp_end_kind="output pin"
export IMPL_critPathMaxFanout=3
export IMPL_finalSetupViolCount=0
export IMPL_viasPerCell=6.80
export IMPL_crit_reg2reg_launch="mem_reg[5][18]$_SDFFE_NP0P_"
export IMPL_vdd_drop_max_mv=0.139
export IMPL_vias=63500
export IMPL_clk_latency_ns=0.75
export IMPL_dr_max_layer_used="met5"
export IMPL_dieWidth_um=350
export IMPL_worst_setup_path_start_kind="flop"
export IMPL_initCoreUtil_pct=40.4
export IMPL_cts_tree="built"
export IMPL_grt_overflow=0
export IMPL_comb_power_share_pct=6.1
export IMPL_first_pass_iters=11
export IMPL_cts_buffers=118
export IMPL_largest_register_ffs=1024
export IMPL_power_density_nw_per_um2=173
export IMPL_r2r_setup_slack_ns=9.83
export IMPL_postCtsSetupRepairBufs=0
export IMPL_fp_row_count=127
export IMPL_tightest_slew_ns=1.16
export IMPL_path_buffers=1
export IMPL_hold_path_class="flop to flop"
export IMPL_rsz0062_at_grt="false"
export IMPL_chipHeight_um=350
export IMPL_drv_slew=0
export IMPL_ys_flop_type="dfxtp_1"
export IMPL_warning_count=1051
export IMPL_drive_above_1_share_pct=8.42
export IMPL_clock_sinks=1024
export IMPL_critPathLaunch="mem_reg[19][9]$_SDFFE_NP0P_"
export IMPL_grt_pass1_wl_mm=460
export IMPL_port_buffers=113
export IMPL_p_seq_share_pct=37.3
export IMPL_drv_cap=0
export IMPL_setup_tns_ns=0
export IMPL_ioPinCount=114
export IMPL_holdWs_ns=0.463
export IMPL_ys_area_um2=48500
export IMPL_max_stage_delay_ns=0.63
export IMPL_crit_chain="and3_1 > a2111oi_0 > nand3_1 > nor4_1 > nor2_1 > clkdlybuf4s50_1"
export IMPL_p_leak_nw=23.8
export IMPL_clk_pin_slew_ns=0.03
export IMPL_synth_cells=6670
export IMPL_ant_nets=0
export IMPL_min_from="mem_reg[25][21]$_SDFFE_NP0P_"
export IMPL_synth_area_per_cell_um2=7.27
export IMPL_worst_path_max_delay_cell="nor4_1"
export IMPL_required_ns=8.56
export IMPL_grt_max_degree=133
export IMPL_drc_errors=0
export IMPL_timing_slew_headroom_pct=22.2
export IMPL_synth_edff_count=0
export IMPL_wl_mm=344
export IMPL_synth_distinct_cells=62
export IMPL_syn2layout_area_growth_pct=24.7
export IMPL_p_int_mw=7.07
export IMPL_n_fill_cell=11500
export IMPL_wl_per_cell_um=36.8
export IMPL_place_gp_congestion=1.07
export IMPL_synth_flops=1024
export IMPL_cp_top_family="simple AND/OR/NAND/NOR gates"
export IMPL_postCtsHoldBufs=0
export IMPL_switching_power_mw=3.39
export IMPL_routed_wl_met3_mm=67.7
export IMPL_netlist_area_um2=48500
## power by group through the flow
stage,clock (mW),sequential [mW],combinational [mW]
6_report,5.92,3.90,0.638
5_1_grt,6.43,3.90,0.612
4_1_cts,5.95,3.90,0.578
## worst paths after layout
path                                                endpoint  depth (start not counted)
worst max-delay path                            reg1_data[9]                          6
worst min-delay path            mem_reg[25][21]$_SDFFE_NP0P_                          2
worst max register to register   mem_reg[5][18]$_SDFFE_NP0P_                          2
worst min register to register  mem_reg[25][21]$_SDFFE_NP0P_                          2
## what timing repair did
action                                  4_1_cts  5_1_grt
endpoints found under the hold margin         0        0
endpoints found under the setup margin        0        1
resized                                       0        1
## metal layers
layer / up-vias / track usage [%]
met5: - / 3.22
met2: 6644 / 69.2
met1: 29400 / 67.8
met4: 41 / 40.8
met3: 2167 / 42.0
li1: 25200 / -
## layout by cell type, fill, tap and decap left out, types with 19 or more instances in the layout
| cell type | instances |
|---|---|
| a21oi_1 | 1109 |
| a221oi_1 | 25 |
| a222oi_1 | 23 |
| a22o_1 | 37 |
| a22oi_1 | 766 |
| a31oi_1 | 21 |
| buf_12 | 48 |
| buf_4 | 243 |
| bufinv_16 | 23 |
| clkbuf_16 | 119 |
| clkdlybuf4s50_1 | 106 |
| clkinvlp_2 | 24 |
| dfxtp_1 | 1024 |
| diode_2 | 44 |
| inv_1 | 1057 |
| mux2i_1 | 36 |
| nand2_1 | 2264 |
| nand2_2 | 34 |
| nand3_1 | 47 |
| nand4_1 | 100 |
| nor2_1 | 99 |
| nor2_4 | 94 |
| nor2b_1 | 19 |
| nor3_1 | 68 |
| nor4_1 | 35 |
| o21ai_0 | 21 |
## cells in the mapped netlist (7+ instances only)
master	number	area, µm²
nand2_1	2298	8630
a21oi_1	1109	5550
dfxtp_1	1024	20500
a22oi_1	766	5750
clkbuf_1	498	1870
nor2_1	175	657
buf_2	106	531
nand4_1	100	626
nor3_1	68	340
nand3_1	47	235
a22o_1	37	324
mux2i_1	36	360
nor4_1	36	225
a221oi_1	25	219
buf_4	24	180
a222oi_1	23	230
a31oi_1	22	138
o21ai_0	21	105
nor2b_1	19	119
mux2_2	17	191
nor2_2	16	100
and3_1	15	93.8
nand2b_1	15	93.8
o32a_1	14	140
nand3b_1	13	97.6
a32oi_1	12	105
a2111oi_0	11	96.3
and4_1	11	96.3
and2_1	9	56.3
a211oi_1	8	60.1
inv_1	7	26.3
## logic make-up (layout without fill, tap and decap cells)
kind of cell | after synthesis | count (layout) | share of synthesized area [%]
simple gates | 2860 | 2860 | 24.1
compound gates | 2088 | 2088 | 26.9
flops | 1024 | 1024 | 42.3
buf+inv | 644 | 1649 | 5.49
mux | 54 | 54 | 1.18
other cells | 0 | 44 | 0
## per-stage QoR
stage | setup slack (ns) | std cells | instance area, µm² | util (%)
4_1_cts | 0.203 | 9287 | 60400 | 50.3
3_5_place_dp | 0.855 | 8049 | 52500 | 43.7
6_report | 0.128 | 9331 | 60500 | 50.4
3_3_place_gp | 0.900 | 8049 | 52500 | 43.7
2_1_floorplan | 1.75 | 6670 | 48500 | -
5_1_grt | 0.0863 | 9287 | 60400 | 50.3
## final cells by class
class                           instances  area (µm²)  area share, %
Antenna cell                           44         110          0.182
Clock buffer                          119        2980           4.92
Clock inverter                       1120        4920           8.13
Timing Repair Buffer                  404        3890           6.43
Sequential cell                      1024       20500           33.9
Tap cell                             1612        2020           3.33
Multi-Input combinational cell       5002       26100           43.1
Inverter                                6        22.5         0.0372
## worst reg2reg max path: cells and delay by family (launching register included)
kind / cells / cell delay, ns
compound gates: 1 / 0.16
flops: 1 / 0.53
simple gates: 1 / 0.10
Power and IR drop assume default switching activity.
